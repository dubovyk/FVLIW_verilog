`/design/flow/config.mk`:
```
export PLATFORM = sky130hd
export DESIGN_NAME = FVLIW
export DESIGN_NICKNAME = FVLIW
export VERILOG_FILES = /design/flow/design.v
export SDC_FILE = /design/flow/constraint.sdc
export NUM_CORES = 4
export LEC_CHECK = 1
export CORE_UTILIZATION = 30
```
`/design/flow/constraint.sdc`:
```
current_design FVLIW

set clk_period 6.3
set clk_io_pct 0.2

create_clock -name clk0 -period $clk_period [get_ports {clk}]

set non_clock_inputs [all_inputs -no_clocks]
set_input_delay [expr $clk_period * $clk_io_pct] -clock clk0 $non_clock_inputs
set_output_delay [expr $clk_period * $clk_io_pct] -clock clk0 [all_outputs]
```
`/design/flow/design.v`:
```
module FVLIW(input clk,
		output [7:0] v,
		output [3:0] v_enable,
    input [3:0] bs,
    input bsf,
    output reg [3:0] ld,
    output ldf);  
	 assign v_enable = 4'b0000;
	 initial ld = 4'b0000;
	 always @(posedge clk) begin
		ld <= 4'b0101;
	 end
	 wire [31:0] pc;
	 wire [31:0] instr;
	 instrmem instrmem(pc, instr);
	 wire dmem_we;
	 wire [31:0] dmem_addr;
	 wire [31:0] dmem_wd;
	 wire [31:0] dmem_rd;
	 datamem dmem(clk, dmem_we, dmem_addr, dmem_wd, dmem_rd,		  
		  bs, bsf, v);
	 main mips(clk, 
	     pc, instr, 
		  dmem_we, dmem_addr, dmem_wd, dmem_rd);
endmodule
module timer
#(parameter delay_bit = 23)
(
    input clock,
    input reset,
    output finish
    );
    reg [delay_bit:0] counter;
    always @(posedge clock, posedge reset)
    begin
        if (reset)
            counter <= 0;
        else if (!counter [delay_bit])
            counter <= counter + 1;
    end
    assign finish = counter [delay_bit];
endmodule
module debounce_bsf(input clk, input bsf, output reg bsf_debounced);
    wire timer_part_second;
    reg timer_part_second_reset;
    timer part_second(.clock(clk), .reset(timer_part_second_reset),
        .finish(timer_part_second));
	 reg next_bsf;
    always @(*)
    begin
        timer_part_second_reset = 0;	
        if(timer_part_second)
		  begin
		      timer_part_second_reset = 1;
		      next_bsf = bsf;
		  end
	 end
	 always @ (posedge clk)
        bsf_debounced <= next_bsf;
endmodule
module datamem (input clk,
    input we, input [31:0] addr, 
	 input [31:0] wd, 
	 output [31:0] rd,
	 input [31:0] bs, input bsf, output [31:0] v);
	 reg [31:0] RAM [63:0];
	 reg [31:0] video;
	 always @(posedge clk)
	     if(we) 
		  begin 
		      if(addr == 32'h0000f000)
				    video <= wd;
				else
		          RAM[addr[31:2]] <= wd; 
		  end		  
	 assign rd = addr == 32'h0000f004 ? bs : (addr == 32'h0000f008 ? bsf : RAM[addr[31:2]]);
	 assign v = ~video;  
endmodule 
module datamem_plain (input clk,
    input we, input [31:0] addr, 
	 input [31:0] wd, 
	 output [31:0] rd);
	 reg [31:0] RAM [63:0];
	 always @(posedge clk)
	     if(we) RAM[addr[31:2]] <= wd;
	 assign rd = RAM[addr[31:2]];  
endmodule
module instrmem (
	 input [31:0] addr, 
	 output [31:0] instr);
	 instrmem_test_7segment_draw_1 instrmem_program(addr, instr);
endmodule
module instrmem_plain (
	 input [31:0] addr, 
	 output [31:0] instr);
    reg [31:0] ROM [63:0];
	 assign instr = ROM[addr[31:2]];  
endmodule
module instrmem_test_7segment_draw_8 (
	 input [31:0] addr, 
	 output reg [31:0] instr);
	 always @ (addr)
	     case (addr)
        32'h00000000: instr <= 32'b001000_00000_10000_0000000011100011;  
		  32'h00000004: instr <= 32'b101011_00000_10000_1111000000000000;  
		  default: instr <= 0;
	     endcase
endmodule
module instrmem_test_7segment_draw_1 (
	 input [31:0] addr, 
	 output reg [31:0] instr);
	 always @ (addr)
	     case (addr)
        32'h00000004: instr <= 32'b001000_00000_10001_0000000000111111;  
		  32'h00000008: instr <= 32'b101011_00000_10001_1111000000000000;
		  default: instr <= 0;
	     endcase
endmodule
module instrmem_test_beq_input (
	 input [31:0] addr, 
	 output reg [31:0] instr);
	 always @ (addr)
	     case (addr)
        32'h00000000: instr <= 32'b100011_00000_10000_1111000000001000;  
		  32'h00000004: instr <= 32'b000100_10000_00000_0000000000010100;  
		  32'h00000008: instr <= 32'b001000_00000_10001_0000000000000110;  
		  32'h0000000c: instr <= 32'b101011_00000_10001_1111000000000000;  
		  32'h00000010: instr <= 32'b000010_00000000000000000000000000;    
		  32'h00000014: instr <= 32'b001000_00000_10001_0000000000111111;  
		  32'h00000018: instr <= 32'b101011_00000_10001_1111000000000000;  
		  32'h0000001c: instr <= 32'b000010_00000000000000000000000000;    
		  default: instr <= 0;
	     endcase
endmodule
module instrmem_test_sw_lw (
	 input [31:0] addr, 
	 output reg [31:0] instr);
	 always @ (addr)
	     case (addr)
		  32'h00000000: instr <= 32'b001000_00000_10000_0000000011100110;  
		  32'h00000004: instr <= 32'b101011_00000_10000_0000000000000000;  
		  32'h00000008: instr <= 32'b100011_00000_10001_0000000000000000;  
		  32'h0000000c: instr <= 32'b101011_00000_10001_1111000000000000;  
		  default: instr <= 0;
	     endcase
endmodule
module pc(input clk, 
    input [31:0] pc_next, output reg [31:0] pc);
	 always @(posedge clk)
	     pc <= pc_next;
endmodule
module regfile(input clk, 
    input [4:0] ra1, input [4:0] ra2,
	 output [31:0] rd1, output [31:0] rd2,
	 input we, input [4:0] wa, input [31:0] wd
	 );
	 reg [31:0] rf [31:0];
	 always @(posedge clk)
	     if(we) rf[wa] <= wd;
	 assign rd1 = ra1 ? rf[ra1] : 0;  
	 assign rd2 = ra2 ? rf[ra2] : 0;  
endmodule
module datapath_and_controller(input clk,
    output [31:0] pc, input [31:0] instr,
	 output reg dmem_we, 
	 output reg [31:0] dmem_addr, 
	 output reg [31:0] dmem_wd, 
	 input [31:0] dmem_rd);
	 reg [31:0] pc_next;
	 pc pcount(clk, pc_next, pc);
	 reg [4:0] rf_ra1, rf_ra2;
	 wire [31:0] rf_rd1, rf_rd2;
	 reg rf_we;
	 reg [4:0] rf_wa;
	 reg [31:0] rf_wd;
	 regfile rf(clk, 
	     rf_ra1, rf_ra2, rf_rd1, rf_rd2,
		  rf_we, rf_wa, rf_wd);
	 wire [5:0] instr_op;
	 assign instr_op = instr[31:26];  
	 wire [4:0] instr_rtype_rs;
	 wire [4:0] instr_rtype_rt;
	 wire [4:0] instr_rtype_rd;
	 wire [5:0] instr_rtype_funct;
	 assign instr_rtype_rs = instr[25:21];  
	 assign instr_rtype_rt = instr[20:16];  
	 assign instr_rtype_rd = instr[15:11];  
	 assign instr_rtype_funct = instr[5:0];  
	 wire [4:0] instr_itype_rs;
	 wire [4:0] instr_itype_rt;
	 wire [15:0] instr_itype_imm;
	 assign instr_itype_rs = instr[25:21];  
	 assign instr_itype_rt = instr[20:16];  
	 assign instr_itype_imm = instr[15:0];  
	 wire [25:0] instr_jtype_addr;
	 assign instr_jtype_addr = instr[25:0];  
	 parameter INSTR_OP_LW    = 6'b100011;
	 parameter INSTR_OP_SW    = 6'b101011;
	 parameter INSTR_OP_ADDI  = 6'b001000;
	 parameter INSTR_OP_BEQ   = 6'b000100;
	 parameter INSTR_OP_J     = 6'b000010;	 
	 parameter INSTR_OP_RTYPE = 6'b000000;
	 parameter INSTR_RTYPE_FUNCT_ADD = 6'b100000;
	 parameter INSTR_RTYPE_FUNCT_SUB = 6'b100010;
	 always @(*)
	 begin
	     pc_next = pc + 4;
		  rf_we = 0;
		  dmem_we = 0;
		  rf_ra1 = 0;
		  rf_ra2 = 0;
		  rf_wa = 0;
		  rf_wd = 0;
		  dmem_addr = 0;
		  dmem_wd = 0;
	     case(instr_op)
		  INSTR_OP_RTYPE:
		      case(instr_rtype_funct)
				INSTR_RTYPE_FUNCT_ADD:
		      begin
				    rf_ra1 = instr_rtype_rs;
				    rf_ra2 = instr_rtype_rt;
				    rf_wa = instr_rtype_rd;
				    rf_wd = rf_rd1 + rf_rd2;
				    rf_we = 1;
		      end
				INSTR_RTYPE_FUNCT_SUB:
		      begin
				    rf_ra1 = instr_rtype_rs;
				    rf_ra2 = instr_rtype_rt;
				    rf_wa = instr_rtype_rd;
				    rf_wd = rf_rd1 - rf_rd2;
				    rf_we = 1;
		      end
				endcase
		  INSTR_OP_LW:
		  begin
				rf_ra1 = instr_itype_rs;
				dmem_addr = rf_rd1 + instr_itype_imm;
				rf_wa = instr_itype_rt;
				rf_wd = dmem_rd;
				rf_we = 1;
		  end
		  INSTR_OP_SW:
		  begin
				rf_ra1 = instr_itype_rs;
				rf_ra2 = instr_itype_rt;
				dmem_addr = rf_rd1 + instr_itype_imm;
				dmem_wd = rf_rd2;
				dmem_we = 1;
		  end
		  INSTR_OP_ADDI:
		  begin
				rf_ra1 = instr_itype_rs;
				rf_wa = instr_itype_rt;
				rf_wd = rf_rd1 + instr_itype_imm;
				rf_we = 1;
		  end
		  INSTR_OP_BEQ:
		  begin
				rf_ra1 = instr_itype_rs;
				rf_ra2 = instr_itype_rt;
				if(rf_rd1 == rf_rd2)
				    pc_next = instr_itype_imm;
		  end
		  INSTR_OP_J:
		  begin
				pc_next = instr_jtype_addr;
		  end
		  endcase
	 end
endmodule
module main(input clk, 
    output [31:0] pc, input [31:0] instr,
	 output dmem_we, output [31:0] dmem_addr, 
	 output [31:0] dmem_wd, 
	 input [31:0] dmem_rd);
	 datapath_and_controller dpctrl(clk, 
	     pc, instr, 
		  dmem_we, dmem_addr, dmem_wd, dmem_rd);
endmodule
```
`/design/flow/run.sh`:
```
#!/bin/bash
# OpenROAD 26Q1-2900-gdf79404cd8, Yosys 0.63+post, stock flow scripts
make -C /OpenROAD-flow-scripts/flow DESIGN_CONFIG=/design/flow/config.mk WORK_HOME=/design/flow/orfs finish
```
==> ci_impl_report.md <==
### Metrics collected by this job

| Metric | Value |
|---|---|
| Crit path max fanout | 6 |
| Synth Instances | 159 |
| YS chip area | 1670 um2 |
| Critical Path Start | dmem.video[0]$_DFFE_PP_ |
| Die Size | 5870 um2 |
| RSZ-0062 raised after global routing | no |
| Seq/Total Area, Yosys | 47.9% |
| Max-slew violations | 0 |
| Syn Area/Cell | 10.5 um2 |
| IO Count | 23 |
| CTS sink cnt | 37 |
| Core Box Area | 5240 um2 |
| Die span in y | 76.6 um |
| Root Driver | clkbuf_8 |
| Antenna diodes | 0 |
| Top logic cells by instance count in the layout | dfxtp_1 (31), xor2_1 (17), xnor2_1 (11) |
| Worst-Margin Slew | 700 ps |
| Flop area | 801 um2 |
| Vias per cell | 4.26 |
| DR WL/cell | 10.1 um |
| AND/OR/NAND/NOR Cells, Area Fraction | 27.0% |
| Clk latency late pin | 290 ps |
| Share of cells above drive strength 1 | 11.2% |
| Layout Cells excl Fill | 239 |
| Placed cells | 231 |
| Reg-to-reg endpoint | mips.dpctrl.rf.rf[17][6]$_DFFE_PP_ |
| Port Buffers | 10 |
| Worst EP arrival | 1250 ps |
| Gate Area | 746 um2 |
| Place WS | 4090 ps |
| Vias post-DR | 1,018 |
| Initial antenna violation count | 0 |
| Hold buffer count at CTS | 0 |
| Detail Route Antenna Nets | 0 |
| Yosys xor share | 14.7% |
| Remaining DRCs | 0 |
| Pwr Density | 234 nW/um2 |
| GRT overflow | 0 |
| CP Capture Type | primary output |
| Drt pass-1 iters | 4 |
| Most common logic cell in the routed design | dfxtp_1 |
| Crit path time final | 2510 ps |
| CP required | 5040 ps |
| Status | finished clean |
| # setup viols final | 0 |
| Adder share | 0.749% |
| Relative slew slack | 52.7% |
| Global-route wire length before repair | 4280 um |
| CTS tree | built |
| Floorplan Utilization | 31.9% |
| Largest net degree at the start of global routing | 13 |
| Final-report hold violation count | 0 |
| Hold Path Sink | mips.dpctrl.pcount.pc[2]$_DFF_P_ |
| Compound-cell area share of the yosys netlist | 0% |
| Hpwl dp | 1670 um |
| Min-delay src | mips.dpctrl.pcount.pc[2]$_DFF_P_ |
| Count of tool warnings | 30 |
| Min-delay worst type | reg2reg |
| H-Tree Depth | 2 |
| Max Cap Viol | 0 |
| Synth-to-layout area growth | 12.3% |
| Chip width | 76.6 um |
| Vias in the first global route | 925 |
| Clock slew at reported path FFs | 70 ps |
| Setup ws final | 3790 ps |
| Standard-cell row count | 26 |
| Top logic family | simple AND/OR/NAND/NOR gates |
| Worst-case reg-to-reg path depth | 3 |
| Synth mux share | 0% |
| Filler Cells Inserted | 524 |
| Fin crit share | 39.8% |
| Yosys reg bits | 37 |
| Leakage | 0.746 nW |
| Gr usage total | 9.31% |
| Synthesized area | 1670 um2 |
| IR drop worst, VDD | 0.174 mV |
| Max Freq | 399 MHz |
| Placer Congestion | 0.764 |
| Type of origin of the critical path | register |
| Final setup TNS | 0 ps |
| Detailed Route Iter0 Violations | 29 |
| Critical R2R Launch | mips.dpctrl.pcount.pc[28]$_DFF_P_ |
| Worst hold stages | 1 |
| Maximum clock path buffer count | 2 |
| Cells resized by post-CTS repair | 0 |
| R2R setup slack | 4300 ps |
| Synth warnings | 9 |
| Total CTS buffers | 5 |
| Final setup skew | 5.60 ps |
| Power, Total | 0.000438 W |
| Drt total wl | 2410 um |
| CP Class | reg2out |
| Ys cells | 159 |
| Synth unique cells | 29 |
| Post-CTS Setup Inserts | 0 |
worst max-delay path by stage:
| stage | to | slack (ps) |
|---|---|---|
| 4_1_cts | v[3] | 3770 |
| 5_1_grt | v[1] | 3690 |
| 6_report | v[3] | 3790 |
registers in the layout, summed over array words and instances (netlist names):
signal	cells
ld	1
mips.dpctrl.rf.rf	3
dmem.video	3
mips.dpctrl.pcount.pc	30
per-stage QoR:
stage	hold slack [ps]	cell area, um2	util [%]
after global placement	442	1770	33.8
final	460	1880	35.8
after floorplan	423	1700	-
after detailed placement	450	1770	33.8
after global routing	488	1880	35.8
after CTS	463	1880	35.8
power by group:
part	leakage, nW	switching [W]	internal [W]	total [W]
clock network	0.0552	0.0000799	0.000117	0.000197
registers	0.305	0.000000134	0.000240	0.000240
logic	0.386	0.000000261	0.00000102	0.00000128
total	0.746	0.0000803	0.000358	0.000438
cell type report:
class | count | share of cell area [%]
sequential | 37 | 42.7
multi-input combinational | 105 | 39.8
timing repair buffer | 10 | 5.34
tap | 70 | 4.67
clock buffer | 6 | 3.87
clock inverter | 2 | 1.87
inverter | 9 | 1.80
routing by layer:
metal	up-vias	wire [um]	share of wire [%]	track usage (%)
li1	536	-	-	-
met1	460	1270	52	14.8
met2	20	1010	42	12.9
met3	2	122	5.1	3.16
met4	0	14	0.58	1.15
met5	-	0	0	0
synthesized netlist by cell type:
library cell	n	area [um2]
nor3_1	7	35.0
dfxtp_1	31	621
nand4_2	1	12.5
and2_2	1	7.51
and3_1	3	18.8
nand3_4	2	35.0
clkbuf_1	1	3.75
ha_1	1	12.5
nand2b_1	1	6.26
nor4b_1	1	8.76
nor2_1	5	18.8
edfxtp_1	6	180
buf_6	1	11.3
xnor2_1	11	96.3
nand2_1	10	37.5
nor4_2	5	62.6
conb_1	2	7.51
nand4_1	3	18.8
nor3b_1	1	7.51
and2_1	3	18.8
and4_4	1	11.3
nand4_4	1	21.3
and4_2	1	10.0
nand3_1	8	40.0
buf_4	14	105
and4_1	2	17.5
inv_1	9	33.8
nor4_1	10	62.6
xor2_1	17	149
cell families (layout without fill, tap and decap cells):
family / Yosys count / count (layout)
simple gates: 66 / 66
xor+xnor: 28 / 28
other cells: 2 / 10
flops: 37 / 37
buf+inv: 25 / 27
fa+ha+maj: 1 / 1
critical path: stages (launching register included):
cell and delay [ps]:
edfxtp_1 350, inv_1 130, clkdlybuf4s50_1 480
Power and IR drop assume default switching activity.
