## design.v

```verilog
module instrmem (
	 input [31:0] addr, 
	 output [31:0] instr);
	 instrmem_test_7segment_draw_1 instrmem_program(addr, instr);
endmodule
module instrmem_plain (
	 input [31:0] addr, 
	 output [31:0] instr);
    reg [31:0] ROM [63:0];
	 assign instr = ROM[addr[31:2]];  
endmodule
module instrmem_test_7segment_draw_8 (
	 input [31:0] addr, 
	 output reg [31:0] instr);
	 always @ (addr)
	     case (addr)
        32'h00000000: instr <= 32'b001000_00000_10000_0000000011100011;  
		  32'h00000004: instr <= 32'b101011_00000_10000_1111000000000000;  
		  default: instr <= 0;
	     endcase
endmodule
module instrmem_test_7segment_draw_1 (
	 input [31:0] addr, 
	 output reg [31:0] instr);
	 always @ (addr)
	     case (addr)
        32'h00000004: instr <= 32'b001000_00000_10001_0000000000111111;  
		  32'h00000008: instr <= 32'b101011_00000_10001_1111000000000000;
		  default: instr <= 0;
	     endcase
endmodule
module instrmem_test_beq_input (
	 input [31:0] addr, 
	 output reg [31:0] instr);
	 always @ (addr)
	     case (addr)
        32'h00000000: instr <= 32'b100011_00000_10000_1111000000001000;  
		  32'h00000004: instr <= 32'b000100_10000_00000_0000000000010100;  
		  32'h00000008: instr <= 32'b001000_00000_10001_0000000000000110;  
		  32'h0000000c: instr <= 32'b101011_00000_10001_1111000000000000;  
		  32'h00000010: instr <= 32'b000010_00000000000000000000000000;    
		  32'h00000014: instr <= 32'b001000_00000_10001_0000000000111111;  
		  32'h00000018: instr <= 32'b101011_00000_10001_1111000000000000;  
		  32'h0000001c: instr <= 32'b000010_00000000000000000000000000;    
		  default: instr <= 0;
	     endcase
endmodule
module instrmem_test_sw_lw (
	 input [31:0] addr, 
	 output reg [31:0] instr);
	 always @ (addr)
	     case (addr)
		  32'h00000000: instr <= 32'b001000_00000_10000_0000000011100110;  
		  32'h00000004: instr <= 32'b101011_00000_10000_0000000000000000;  
		  32'h00000008: instr <= 32'b100011_00000_10001_0000000000000000;  
		  32'h0000000c: instr <= 32'b101011_00000_10001_1111000000000000;  
		  default: instr <= 0;
	     endcase
endmodule
```

## run.sh

```bash
#!/bin/bash
# OpenROAD 26Q1-2900-gdf79404cd8, Yosys 0.63+post, stock flow scripts
make -C /OpenROAD-flow-scripts/flow DESIGN_CONFIG=/design/flow/config.mk WORK_HOME=/design/flow/orfs finish
```

## config.mk

```make
export PLATFORM = sky130hd
export DESIGN_NAME = instrmem_test_7segment_draw_8
export DESIGN_NICKNAME = instrmem_test_7segment_draw_8
export VERILOG_FILES = /design/flow/design.v
export SDC_FILE = /design/flow/constraint.sdc
export NUM_CORES = 4
export LEC_CHECK = 1
export CORE_AREA = 10 10 70 70
export DIE_AREA = 0 0 80 80
```

## constraint.sdc

```tcl
current_design instrmem_test_7segment_draw_8

set clk_period 1.1
set clk_io_pct 0.2

create_clock -name clk0 -period $clk_period

set non_clock_inputs [all_inputs -no_clocks]
set_input_delay [expr $clk_period * $clk_io_pct] -clock clk0 $non_clock_inputs
set_output_delay [expr $clk_period * $clk_io_pct] -clock clk0 [all_outputs]
```

==> notes.md <==
Implementation results. Counting stages on the worst path, the most repeated cell is buf_6. The worst setup path is captured at an output pin. Net switching power landed at 48.1 uW. Worst-case setup margin in the final layout landed at -0.449 ns.

Total number of vias landed at 384. Setup repair after global routing could not meet its margin everywhere. In this run the full chip footprint comes out at 0.00640 sq mm. The tightest min-delay check is of the in -> out type. The critical path in this run is classified as in -> out. For this run, the slowest stage of the critical path takes 0.24 ns.

By area the synthesized netlist is led by buf_4 (71%), nor4_1 (12%), nor3_1 (4.9%). For reference, the placement row count at floorplan is 21. Across the whole layout, storage elements account for 0 sq um.

64 I/O pins were placed. In this run the most critical hold path is launched from addr[4]. Post-route cell area landed at 798 sq um. Total standard cell area after synthesis landed at 307 sq um. Die width landed at 80 um. Final-report max-slew violation count landed at 0. The final timing summary puts the cycle share of the worst path at 1.41.

Per the GRT congestion report, total overflow comes to 0. The layout has 374 filler cells. Standard cell core area landed at 0.00342 sq mm.

Largest driver fanout on the critical path landed at 6. For this design the static power due to leakage is 0.375 nW. Number of buffers inserted by port buffering landed at 46. Overall fraction of global-route tracks in use landed at 0.0439. Post-synthesis cell count landed at 44. Number of warnings issued by yosys landed at 1. Once placement completed, the tool counted placed cells totaling 126. Share of synthesized cell area in and-or and or-and compound cells landed at 0. In this run the tools logged warnings totalling 35.

Maximum number of pins on one net before global-route repair landed at 7. Area fraction in full adders, half adders and majority gates landed at 0. Fraction of power consumed by combinational cells landed at 1.000. Hold-check failures listed in the final report amount to 0. The number of global-route vias before repair came to 466. The chip area line in the Yosys stat output reads 307 sq um. Per the final layout report, the fraction of cells sized above drive strength 1 comes to 0.624.

Average footprint of a synthesized cell landed at 6.97 sq um. Number of antenna violations at the first check in global routing landed at 0. Logged for this run, the post-placement worst setup slack is -1.19 ns. The first global-routing pass estimated 2350 um of wire. Per the synthesis report, the simple-gate share of the synthesized area is 0.265. According to the timing report, the arrival time at the worst endpoint equals 1.33 ns. Clock buffer count in the final layout landed at 0.

Final hold analysis gives a worst-case slack of 0.890 ns. In this run the cell area measured after placement is 747 sq um. Along the worst hold path, the cell count comes to 6. Relative to the synthesized area, the layout overhead comes to 160%. Of the combinational cells, the family taking the most area is buffers and inverters. Register share after synthesis landed at 0. Share of the synthesized area in the top cell type landed at 0.710. STA classifies the critical path startpoint as an input port. The flow ran to the end, but the final reports show violations.

The required time at the worst endpoint is listed as 0.88 ns. Summed over all layers, the routed wires come to 1570 um. Number of library cell types mapped by synthesis landed at 8. First-pass detailed-route iteration total landed at 1. Per the synthesis report, the dominant area consumer among library cells is buf_4. The critical path's slowest stage uses the library cell nor4_4.

For this run, the top clock speed supported by timing is 0.646 GHz. Note, the detailed placer reported a final HPWL of 1460 um. Peak ir drop on the vdd network landed at 0.0736 mV.

Number of remaining DRC errors landed at 0. Fraction of synthesized area in multiplexers landed at 0. In the floorplan report the effective utilization is 0.0897. Switching power as a share of total power landed at 0.376. The smallest clock period supported by the final layout is computed as 1.55 ns. Routed wire length per instance landed at 12.0 um.

Remaining number of nets flagged by the antenna check after routing landed at 0. For this run, the script counts the antenna cells in the layout as 0. Dividing total power by cell area gives a power density of 160 mW/mm^2.

Number of violations of the max-capacitance limit landed at 0. For this block, the initial DRC count from the detailed router was 0. Looking at the gate-level netlist, the highest instance count belongs to buf_4.

After its last routability iteration, the placer logged a weighted congestion of 0.610. Number of cells in Yosys stat landed at 44. Once layout is complete, the cells apart from fillers number 131. The checks that failed: setup timing. STA shows the worst min-delay path finishing at instr[20]. Clock network fraction of design power landed at 0. The final layout contains a sequential cell count of 0. By count the netlist is led by buf_4 (29), nor4_1 (6), nor3_1 (3), nand4_1 (2). The power report attributes to the sequential group a share of 0. Internal power landed at 79.8 uW. For this run, the detailed router reports a per-instance via density of 2.93.

Final core area utilization landed at 0.234. Per the layout area report, the combinational gate area comes to 265 sq um. Per the synthesis report, the XOR/XNOR share of the synthesized area is 0. The critical path goes through buf_2, nor4_4, nand4_1, buf_6, nor3_4, buf_6, buf_6.

Height of the die landed at 80 um. Endpoints with negative setup slack in the final report add up to 14.
## critical path: cells and delay by family
family,cells,cell delay [ns]
buffers and inverters,4,0.52
AND/OR/NAND/NOR,3,0.59
## per-layer routing
metal / up-vias / wire [um] / GRT usage
met5: - / 0 / 0
met4: 0 / 0 / 0
met3: 0 / 182 / 0.0148
met2: 32 / 772 / 0.0762
met1: 165 / 611 / 0.0542
li1: 187 / - / -
## cells by family (layout without fill, tap and decap cells)
logic type	count (synthesis)	in the layout
buffers and inverters	30	54
other	1	18
AND/OR/NAND/NOR	13	13
## area by class of cell
| type | instances | area share |
|---|---|---|
| inverters | 1 | 0.00470 |
| multi-input cells | 31 | 0.332 |
| well taps | 46 | 0.0721 |
| repair buffers | 53 | 0.591 |
## worst max-delay path by stage
| stage | start | endpoint | slack [ns] | depth (start not counted) |
|---|---|---|---|---|
| 6_report | addr[6] | instr[12] | -0.45 | 7 |
| 5_1_grt | addr[17] | instr[12] | -0.51 | 7 |
| 4_1_cts | addr[25] | instr[12] | -0.47 | 7 |
## cell usage in the layout, fill, tap and decap left out
cell,count
nor4_4,5
clkdlybuf4s50_1,1
conb_1,18
clkdlybuf4s15_1,7
inv_1,1
dlygate4sd2_1,3
buf_2,15
nor3_2,1
buf_4,2
clkbuf_2,1
buf_6,24
nor4_2,2
nor2_4,1
nand4_1,2
nor3_4,2
## through the flow
| step | total power, mW | TNS, ns |
|---|---|---|
| final | 0.128 | -5.72 |
| after global routing | 0.140 | -6.63 |
| after CTS | 0.118 | -5.99 |
| after detailed placement | 0.147 | -16.24 |
| after global placement | 0.147 | -16.22 |
| after floorplan | 0.0574 | -2.36 |
## timing repair
action / in CTS / in global routing
gates resized: 150 / 21
hold buffers: 0 / 0
pin swaps: 13 / 9
buffers inserted: 4 / 1
setup endpoints to repair: 14 / 14
## power by group through the flow
stage	logic (mW)	registers [mW]	clock network, mW
CTS	0.118	0	0
global route	0.140	0	0
finish	0.128	0	0
Power figures rest on the tool's default switching activity, not on a simulated workload.
